[flow/run.sh]
#!/bin/bash
# OpenROAD 26Q1-2900-gdf79404cd8, Yosys 0.63+post, stock flow scripts
make -C /OpenROAD-flow-scripts/flow DESIGN_CONFIG=/design/flow/config.mk WORK_HOME=/design/flow/orfs finish
[flow/config.mk]
export PLATFORM = sky130hd
export DESIGN_NAME = catraca
export DESIGN_NICKNAME = catraca
export VERILOG_FILES = /design/flow/design.v
export SDC_FILE = /design/flow/constraint.sdc
export NUM_CORES = 4
export LEC_CHECK = 1
export CORE_AREA = 10 10 73 73
export DIE_AREA = 0 0 83 83
[flow/constraint.sdc]
current_design catraca

set clk_period 1.9
set clk_io_pct 0.2

create_clock -name clk0 -period $clk_period [get_ports {clk}]

set non_clock_inputs [all_inputs -no_clocks]
set_input_delay [expr $clk_period * $clk_io_pct] -clock clk0 $non_clock_inputs
set_output_delay [expr $clk_period * $clk_io_pct] -clock clk0 [all_outputs]
[flow/design.v]
module catraca (
    input  logic       clk,
    input  logic       rst_n,
    input  logic       coin_i,
    input  logic       push_i,
    output logic       locked_o,
    output logic       unlocked_o,
    output logic [7:0] counter_o
);
    typedef enum logic [1:0] {
        LOCKED   = 2'b01,
        UNLOCKED = 2'b10
    } fsm_t;
    fsm_t state;
    fsm_t next_state;
    always_comb begin
        case (state)
            LOCKED: begin
                if (coin_i) begin
                    next_state = UNLOCKED;
                end
                else begin
                    next_state = LOCKED;
                end
            end
            UNLOCKED: begin
                if (push_i) begin
                    next_state = LOCKED;
                end
                else begin
                    next_state = UNLOCKED;
                end
            end
            default: begin
                next_state = LOCKED;
            end
        endcase
    end
    always_ff @(posedge clk or negedge rst_n) begin
        if (!rst_n) begin
            state <= LOCKED;
        end
        else begin
            state <= next_state;
        end
    end
    assign locked_o   = (state == LOCKED);
    assign unlocked_o = (state == UNLOCKED);
    always_ff @(posedge clk or negedge rst_n) begin
        if (rst_n == 1'b0) begin
            counter_o <= '0;
        end
        else begin
            if (push_i && state == UNLOCKED) begin
                counter_o <= counter_o + 1'b1;
            end
        end
    end
endmodule
==> load_flow_metrics.sql <==
-- implementation run metrics
INSERT INTO impl_metrics (metric_group, metric, value, unit) VALUES
('worst_setup_path', 'critical_path_required', '1.52', 'ns'),
('status', 'status', 'finished, final reports clean', ''),
('synthesis', 'synth.yosys.chip_area', '434', 'um2'),
('clock_tree', 'cts_root_buf', 'clkbuf_8', ''),
('route', 'vias', '325', ''),
('clock_tree', 'clock-sinks', '10', ''),
('synthesis', 'total_cells_reported_by_yosys_after_synthesis', '36', ''),
('finish', 'syn2layout_area_growth', '56.5', '%'),
('sta', 'grt_setup_unrepaired', 'no', ''),
('sta', 'setup_slack', '0.275', 'ns'),
('route', 'wirelength', '1040', 'um'),
('sta', 'achievable-frequency', '615', 'MHz'),
('worst_setup_path', 'r2r-start', 'counter_o[0]$_DFFE_PN0P_', ''),
('power', 'p_per_area', '1160', 'mW/mm2'),
('sta', 'timing_max_transition_violations_final', '0', ''),
('grt', 'maximum_number_of_pins_on_one_net_before_global_route_repair', '11', ''),
('grt', 'grt_pass1_wl', '1660', 'um'),
('sta', 'hold_violations', '0', ''),
('synthesis', 'yosys.stat.seqShare', '57.9', '%'),
('finish', 'layout.cell_area.non_filler', '679', 'um2'),
('worst_setup_path', 'cp_slowest_stage_delay', '0.54', 'ns'),
('worst_setup_path', 'path_class', 'flop to output port', ''),
('route', 'antennaDiodeCount', '0', ''),
('power', 'intPower', '0.583', 'mW'),
('floorplanning', 'num_io_pins', '14', ''),
('min_path', 'hold_path.class', 'input port to asynchronous set/reset pin', ''),
('run', 'max_cap_violations', '0', ''),
('floorplanning', 'die_height', '83', 'um'),
('synthesis', 'ys_dominant_reg_cell', 'dfrtp_1', ''),
('sta', 'timing.slew.headroom', '69.9', '%'),
('power', 'sequential_group_share_of_total_power', '43.2', '%'),
('sta', 'timing.setup.tns', '0', 'ns'),
('sta', 'layout_worst_path_cycle_share', '85.5', '%'),
('worst_setup_path', 'critical_path.cell_chain', 'clkdlybuf4s50_1', ''),
('finish', 'layout.cells.most_common', 'clkdlybuf4s50_1', ''),
('synthesis', 'count_of_flip_flops_with_a_built_in_enable_after_synthesis', '0', ''),
('power', 'leakagePower', '0.283', 'nW'),
('finish', 'drive_above_1_share', '18.9', '%'),
('finish', 'layout_top_cells', 'clkdlybuf4s50_1 (13), dfrtp_1 (9), xor2_1 (5), nand2_1 (4), clkbuf_8 (4)', ''),
('synthesis', 'synth.ff_latch_count', '10', ''),
('place', 'io_buffers', '13', ''),
('sta', 'finalSetupViolations', '0', ''),
('grt', 'number_of_global_route_vias_before_repair', '324', ''),
('worst_setup_path', 'critical-path-slowest-cell', 'dfstp_2', ''),
('clock_tree', 'clk_pin_slew_worst_paths', '0.05', 'ns'),
('worst_setup_path', 'timing.critical_path.fanout_max', '3', ''),
('finish', 'filler_cell_count', '419', ''),
('place', 'preCtsSetupSlack', '0.352', 'ns'),
('worst_setup_path', 'worst_setup_path_startpoint', 'state[0]$_DFF_PN1_', ''),
('clock_tree', 'cts.repair_timing.setup_buffer_count', '0', ''),
('floorplanning', 'floorplan.core_util', '11.6', '%'),
('synthesis', 'post_synth_instance_area', '434', 'um2'),
('floorplanning', 'chip_area', '0.00689', 'mm2'),
('run', 'log.warning_count', '25', ''),
('clock_tree', 'tritoncts', 'built', ''),
('place', 'gp_congestion', '0.749', ''),
('power', 'total_switching_power', '0.209', 'mW'),
('power', 'ir_worst_vdd', '0.000508', 'V'),
('grt', 'grt_antenna_before_repair', '0', ''),
('clock_tree', 'tritoncts.num_buffers', '3', ''),
('power', 'share_clk_of_total_power', '33.3', '%'),
('grt', 'globalRouteTotalUtil', '2.89', '%'),
('synthesis', 'synth.avg_cell_area', '12.1', 'um2'),
('place', 'dp.final_hpwl', '807', 'um'),
('worst_setup_path', 'critical_path.top_delay_family', 'flip-flops', ''),
('clock_tree', 'clkLatencyLatePin', '0.23', 'ns'),
('clock_tree', 'count_of_hold_fix_buffers_inserted_at_cts', '0', ''),
('place', 'placed_cells', '97', ''),
('synthesis', 'synth-warning-count', '1', ''),
('route', 'antenna_left', '0', ''),
('route', 'via_per_inst', '3.22', '');
[flip-flops by register name, indices dropped and copies added (netlist names)]
name / count
counter_o: 8
state: 2
[power by group through the flow]
stage | clock, mW | combinational [mW] | sequential (mW)
after CTS | 0.267 | 0.194 | 0.343
after global routing | 0.274 | 0.212 | 0.352
final | 0.263 | 0.186 | 0.342
[cell type report]
cell class                      instances  area (um2)  share of cell area, %
Clock buffer                            4        55.1                   8.10
Inverter                                2        7.51                   1.10
Multi-Input combinational cell         24         175                   25.8
Sequential cell                        10         251                   37.0
Tap cell                               48        60.1                   8.84
Timing Repair Buffer                   13         130                   19.2
[layer usage]
layer	vias to the layer above	wire (um)	track usage (%)	part of all wire (%)
li1	154	-	-	-
met1	155	619	4.73	60
met2	16	317	2.93	31
met3	0	101	1.97	9.7
met4	0	0	0	0
met5	-	0	0	0
[kinds of logic after synthesis]
| group | after synthesis | share of synthesized area (%) |
|---|---|---|
| AOI/OAI and AO/OA | 2 | 2.31 |
| xor gates and xnor gates | 7 | 14.1 |
| adders and majority gates | 1 | 2.88 |
| buffers and inverters | 2 | 1.73 |
| DFF | 10 | 57.9 |
| muxes | 1 | 2.59 |
| and+or+nand+nor | 13 | 18.4 |
[worst reg2reg max path, stage by stage, from the launching register on]
cell and delay [ns]:
dfrtp_1 0.42, ha_1 0.17, nand3_1 0.16, nor3_2 0.22, xor2_1 0.15
[worst paths after layout]
check / end / slack (ns) / cells past startpoint
setup / recovery: locked_o / 0.27 / 1
hold / removal: counter_o[7]$_DFFE_PN0P_ / 0.46 / 1
setup reg to reg: counter_o[6]$_DFFE_PN0P_ / 0.70 / 4
hold reg to reg: state[0]$_DFF_PN1_ / 0.48 / 2
max in group asynchronous: state[0]$_DFF_PN1_ / 1.10 / 1
min in group clk0: state[0]$_DFF_PN1_ / 0.48 / 2
[synthesized netlist by cell type, types with 2 or more instances]
library cell	number	share of area (%)
nor2_1	2	1.7
dfrtp_1	9	52
nor3_2	3	6.9
inv_1	2	1.7
xor2_1	5	10
xnor2_1	2	4.0
nand2_1	4	3.5
o21ai_1	2	2.3
[metrics by stage]
stage	power (mW)	hold WS (ns)	utilization (%)
6_report	0.791	0.462	18.1
5_1_grt	0.838	0.496	18.1
4_1_cts	0.804	0.477	18.1
3_5_place_dp	0.535	0.469	16.7
3_3_place_gp	0.532	0.474	16.7
2_1_floorplan	0.388	0.0844	-
No activity file was given, so power comes from the tool's default toggle rates.
